==> ./design.v <==
module RAM_sync(clk, addr, din, dout, we);
  parameter A = 10;  
  parameter D = 8;   
  input  clk;		 
  input  [A-1:0] addr;	 
  input  [D-1:0] din;	 
  output reg [D-1:0] dout;	 
  input  we;		 
  reg [D-1:0] mem [0:(1<<A)-1];  
  always @(posedge clk) begin
    if (we)		 
      mem[addr] <= din;	 
  end
  always @(posedge clk) begin
    dout <= mem[addr];	 
  end
endmodule
==> ./run.sh <==
#!/bin/bash
# OpenROAD 26Q1-2900-gdf79404cd8, Yosys 0.63+post, stock flow scripts
make -C /OpenROAD-flow-scripts/flow DESIGN_CONFIG=/design/flow/config.mk WORK_HOME=/design/flow/orfs finish
==> ./config.mk <==
export PLATFORM = sky130hd
export DESIGN_NAME = RAM_sync
export DESIGN_NICKNAME = RAM_sync
export VERILOG_FILES = /design/flow/design.v
export SDC_FILE = /design/flow/constraint.sdc
export NUM_CORES = 4
export LEC_CHECK = 1
export CORE_UTILIZATION = 30
export SYNTH_MEMORY_MAX_BITS = 65536
==> ./constraint.sdc <==
current_design RAM_sync

set clk_period 33.2
set clk_io_pct 0.2

create_clock -name clk0 -period $clk_period [get_ports {clk}]

set non_clock_inputs [all_inputs -no_clocks]
set_input_delay [expr $clk_period * $clk_io_pct] -clock clk0 $non_clock_inputs
set_output_delay [expr $clk_period * $clk_io_pct] -clock clk0 [all_outputs]
==> impl_results.rst <==
Physical design figures
=======================

.. list-table::
   :header-rows: 1

   * - Metric
     - Value
   * - Pre-antenna DRT Iters
     - 7
   * - Failing checks
     - max-capacitance violations, max-slew violations
   * - Critical path required time
     - 34.21 ns
   * - Dpl cells
     - ~30k
   * - Final routed DRC violation total
     - 0
   * - Crit start category
     - input port
   * - Sequential cell area fraction in the yosys report
     - 0.7784
   * - Worst supply voltage drop on vdd
     - ~0.065 mV
   * - Total count of hold-check failures in the final report
     - 0
   * - Pin slew with the least headroom to its limit
     - 1.542 ns
   * - Critical path arrival
     - ~15 ns
   * - CTS Hold Bufs
     - 0
   * - Leakage
     - 115.7 nW
   * - Post-cts sizing count
     - 0
   * - Iteration-0 DRC Markers
     - 10.56k
   * - Core ar.
     - 1.050 mm2
   * - Max-cap check violation count
     - 1
   * - Post-DP Area
     - 0.3354 mm2
   * - Outcome
     - complete, but fails checks
   * - Number of antenna-violating nets in the routed design
     - 0
   * - Number of sinks driven by the clock tree
     - 8200
   * - Power density over the cells
     - 58.39 mW/mm2
   * - Deepest level of the CTS H-tree
     - 6
   * - Die area
     - about 1.1 mm2
   * - Slew Limit Headroom
     - -0.03778
   * - I/O pin count
     - 28
   * - Mapped Cells
     - 16.66k
   * - Main flop type after synthesis
     - sky130_fd_sc_hd__edfxtp_1
   * - Cell count listed in synth_stat.txt
     - 16.66k
   * - FP Util
     - 0.3013
   * - Accumulated negative setup slack
     - 0 ns
   * - Half-perimeter wire length after placement
     - roughly 550000 um
   * - Total via count in the routed design
     - 160.9k
   * - Min-delay worst type
     - reg -> reg
   * - Number of buffers created by CTS
     - 785
   * - Clock transition at path regs
     - ~0.060 ns
   * - Largest fanout on the critical path
     - between 70 and 80
   * - Final tally of setup violations
     - 0
   * - Vias in the first global route
     - around 170k
   * - Unrepaired setup endpoints after global routing
     - no
   * - Post-synthesis instance area
     - 0.3162 mm2
   * - Overflow after GRT
     - 0
   * - Number of vias per cell
     - 5.044
   * - Pin count of the biggest net entering global routing
     - 108
   * - Final cell count without fillers
     - 31.90k
   * - Clock tree root buffer cell
     - sky130_fd_sc_hd__clkbuf_16
   * - Max Buffers Root-to-Sink
     - 4
   * - Final count of pins violating max slew
     - 2
   * - First-pass GRT wire length
     - approximately 1300000 um
   * - Average instance area after synthesis
     - roughly 19 um2
   * - Number of warnings the tools reported
     - around 42
   * - Min-Delay Path Depth
     - 5
   * - Registers, synthesis
     - 8200
   * - Post-layout minimum cycle time
     - 13.69 ns
   * - Distinct cells, synth
     - 59
   * - CP endpoint kind
     - flip-flop
   * - Yosys warning count
     - 1
   * - WL per Instance
     - 27.89 um
   * - Maximum clock frequency
     - 0.07304 GHz
   * - Tot GR Track Use
     - 0.1767
   * - Layout Area Growth over Synthesis
     - 14.07%
   * - CP Class
     - in -> reg
   * - EDFF count, synth
     - roughly 8.2k
   * - Worst-Skew Late Latency
     - 1.20 ns
   * - Width of the die
     - 1029 um
   * - Share of async-settable or async-resettable flops after synthesis
     - 0
   * - Number of antenna violations at the first check in global routing
     - 73
   * - Layout filler cell count
     - 96.28k
   * - Die Ht
     - 1029 um
   * - Period utilization
     - 0.4124
   * - Post-CTS Setup Bufs
     - 0
   * - Largest clock skew in the final design
     - 0.1215 ns
   * - Quantity of I/O buffers inserted on ports
     - 27
   * - Number of standard-cell rows in the floorplan
     - roughly 380
   * - Fraction of final layout cells with drive strength greater than 1
     - 0.1493
   * - DRT Wirelength
     - just under 900000 um
   * - TritonCTS clock tree
     - yes
   * - Yosys chip area
     - 0.3162 mm2
   * - Design Area, Final
     - 0.3607 mm2
   * - Global placer's final weighted congestion
     - 0.8915
   * - Reg2Reg Depth
     - 8
[routing by layer]
metal / vias to the layer above / share of wire / global-route usage
met3: 1599 / 0.19 / 0.1537
met4: 126 / 0.039 / 0.06099
li1: 68880 / - / -
met5: - / 0.0021 / 0.01557
met2: 9245 / 0.45 / 0.2543
met1: 81040 / 0.32 / 0.1881
[registers in the layout (all words and copies together), names as in the netlist]
register and cells:
dout 8, mem 8192
[power by group]
group          switching (mW)  total, mW  internal (mW)
logic                   0.665      0.950          0.285
clock network            3.87       8.71           4.84
registers              0.0138       11.4           11.4
total                    4.55       21.1           16.5
[critical path, cell delays in order]
cell	delay [ns]
sky130_fd_sc_hd__buf_16	0.24
sky130_fd_sc_hd__buf_4	0.52
sky130_fd_sc_hd__buf_4	0.54
sky130_fd_sc_hd__buf_4	0.59
sky130_fd_sc_hd__buf_4	0.60
sky130_fd_sc_hd__buf_4	0.58
sky130_fd_sc_hd__buf_4	0.69
sky130_fd_sc_hd__buf_4	0.54
sky130_fd_sc_hd__buf_4	0.61
sky130_fd_sc_hd__mux2i_1	0.26
sky130_fd_sc_hd__o22ai_1	0.13
sky130_fd_sc_hd__nor3_1	0.24
sky130_fd_sc_hd__o2111ai_1	0.23
sky130_fd_sc_hd__nand4_1	0.55
sky130_fd_sc_hd__o2111ai_1	0.81
sky130_fd_sc_hd__or4_1	0.69
[cell usage after synthesis, types with 4 or more instances]
master / n / share of area
sky130_fd_sc_hd__edfxtp_1: 8192 / 0.78
sky130_fd_sc_hd__mux2i_1: 2684 / 0.085
sky130_fd_sc_hd__nor2_1: 1384 / 0.016
sky130_fd_sc_hd__o22ai_1: 1098 / 0.022
sky130_fd_sc_hd__mux4_2: 748 / 0.053
sky130_fd_sc_hd__clkbuf_1: 459 / 0.0054
sky130_fd_sc_hd__buf_2: 444 / 0.0070
sky130_fd_sc_hd__nand2_1: 231 / 0.0027
sky130_fd_sc_hd__nor4_1: 195 / 0.0039
sky130_fd_sc_hd__nor3_1: 174 / 0.0028
sky130_fd_sc_hd__a22oi_1: 145 / 0.0034
sky130_fd_sc_hd__o21ai_0: 127 / 0.0020
sky130_fd_sc_hd__buf_4: 124 / 0.0029
sky130_fd_sc_hd__o2111ai_1: 106 / 0.0029
sky130_fd_sc_hd__a21oi_1: 75 / 0.0012
sky130_fd_sc_hd__o211ai_1: 67 / 0.0016
sky130_fd_sc_hd__a211oi_1: 51 / 0.0012
sky130_fd_sc_hd__buf_1: 49 / 0.00058
sky130_fd_sc_hd__a31oi_1: 34 / 0.00067
sky130_fd_sc_hd__or4_1: 30 / 0.00071
sky130_fd_sc_hd__a22o_1: 28 / 0.00078
sky130_fd_sc_hd__nand3_1: 23 / 0.00036
sky130_fd_sc_hd__o31ai_1: 19 / 0.00045
sky130_fd_sc_hd__mux2_2: 15 / 0.00053
sky130_fd_sc_hd__nand2b_1: 15 / 0.00030
sky130_fd_sc_hd__nand4_1: 15 / 0.00030
sky130_fd_sc_hd__a2111oi_0: 13 / 0.00036
sky130_fd_sc_hd__a211o_1: 13 / 0.00036
sky130_fd_sc_hd__o22a_1: 12 / 0.00033
sky130_fd_sc_hd__a311oi_1: 10 / 0.00028
sky130_fd_sc_hd__dfxtp_1: 8 / 0.00051
sky130_fd_sc_hd__nor2b_1: 7 / 0.00014
sky130_fd_sc_hd__nor3b_1: 7 / 0.00017
sky130_fd_sc_hd__a2bb2oi_1: 6 / 0.00017
sky130_fd_sc_hd__a221oi_1: 4 / 0.00011
sky130_fd_sc_hd__and2_1: 4 / 0.000079
sky130_fd_sc_hd__and3_1: 4 / 0.000079
sky130_fd_sc_hd__buf_6: 4 / 0.00014
sky130_fd_sc_hd__nand4b_1: 4 / 0.00011
sky130_fd_sc_hd__or4bb_1: 4 / 0.00014
[worst paths after layout]
path	slack, ns	startpoint	to
worst min-delay path	0.97	mem[610][6]	dout[6]
worst min register to register	0.97	mem[610][6]	dout[6]
worst max-delay path	19.51	addr[1]	dout[0]
worst max register to register	28.99	mem[691][7]	dout[7]
[cell usage in the layout (no fill, tap or decap), drive strengths merged, types with 6 or more instances in the layout]
| master | netlist | routed |
|---|---|---|
| nand2 | 231 | 231 |
| clkinvlp | 0 | 7 |
| clkinv | 0 | 363 |
| buf | 621 | 756 |
| clkbuf | 459 | 982 |
| nor4 | 195 | 195 |
| bufinv | 0 | 56 |
| o21ai | 127 | 127 |
| nor3 | 174 | 174 |
| mux2i | 2684 | 2684 |
| a22o | 28 | 28 |
| o2111ai | 106 | 106 |
| clkdlybuf4s50 | 0 | 12 |
| a311oi | 10 | 10 |
| nor2 | 1385 | 1385 |
| mux4 | 748 | 748 |
| a21oi | 75 | 75 |
| o31ai | 19 | 19 |
| dfxtp | 8 | 8 |
| edfxtp | 8192 | 8192 |
| nor3b | 7 | 7 |
| a22oi | 145 | 145 |
| a211oi | 51 | 51 |
| nand4 | 15 | 15 |
| a211o | 13 | 13 |
| o22ai | 1098 | 1098 |
| nand2b | 15 | 15 |
| nor2b | 7 | 7 |
| a31oi | 34 | 34 |
| inv | 3 | 23 |
| nand3 | 23 | 23 |
| a2bb2oi | 6 | 6 |
| mux2 | 15 | 15 |
| o22a | 12 | 12 |
| diode | 0 | 130 |
| and2 | 6 | 6 |
| a2111oi | 14 | 14 |
| o211ai | 67 | 67 |
| or4 | 31 | 31 |
[logic make-up (layout without fill, tap and decap cells)]
| family | after synthesis | after routing | synth area share |
|---|---|---|---|
| flip-flops | 8200 | 8200 | 0.7784 |
| multiplexers | 3447 | 3447 | 0.1388 |
| AND/OR/NAND/NOR | 2117 | 2117 | 0.02870 |
| AND-OR/OR-AND | 1817 | 1817 | 0.03792 |
| buffers and inverters | 1083 | 2199 | 0.01618 |
| other | 0 | 130 | 0 |
[metrics by stage]
stage                 util  total power [mW]  hold slack (ns)  worst slack [ns]
finish              0.3437             21.06           0.9713             19.51
global route        0.3435             21.62            1.038             19.10
CTS                 0.3433             21.18           0.9778             19.67
detailed placement  0.3195             12.58           0.9645             18.47
global placement    0.3195             12.57           0.9885             18.47
floorplan                -             12.08           0.6765             23.68
[area by class of cell]
| type | count | area, um2 | area share |
|---|---|---|---|
| Clock buffer | 981 | 20520 | 0.05688 |
| Clock inverter | 446 | 4463 | 0.01237 |
| Sequential cell | 8200 | 246200 | 0.6824 |
| Inverter | 3 | 21.27 | 0.00005897 |
| Tap cell | 13990 | 17500 | 0.04851 |
| Multi-Input combinational cell | 7381 | 65570 | 0.1818 |
| Antenna cell | 130 | 325.3 | 0.0009019 |
| Timing Repair Buffer | 769 | 6156 | 0.01707 |
Power and IR drop assume default switching activity.

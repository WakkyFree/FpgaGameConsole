==> flow/design.v <==
module car_bitmap(yofs, bits);
  input [3:0] yofs;
  output [7:0] bits;
  reg [7:0] bitarray[0:15];
  assign bits = bitarray[yofs];
  initial begin 
    bitarray[0] = 8'b0;
    bitarray[1] = 8'b1100;
    bitarray[2] = 8'b11001100;
    bitarray[3] = 8'b11111100;
    bitarray[4] = 8'b11101100;
    bitarray[5] = 8'b11100000;
    bitarray[6] = 8'b1100000;
    bitarray[7] = 8'b1110000;
    bitarray[8] = 8'b110000;
    bitarray[9] = 8'b110000;
    bitarray[10] = 8'b110000;
    bitarray[11] = 8'b1101110;
    bitarray[12] = 8'b11101110;
    bitarray[13] = 8'b11111110;
    bitarray[14] = 8'b11101110;
    bitarray[15] = 8'b101110;
  end
endmodule
module sprite_bitmap_top(clk, reset, hsync, vsync, rgb);
  input clk, reset;
  output hsync, vsync;
  output [2:0] rgb;
  wire display_on;
  wire [8:0] hpos;
  wire [8:0] vpos;
  reg sprite_active;
  reg [3:0] car_sprite_xofs;
  reg [3:0] car_sprite_yofs;
  wire [7:0] car_sprite_bits;
  reg [8:0] player_x = 128;
  reg [8:0] player_y = 128;
  hvsync_generator hvsync_gen(
    .clk(clk),
    .reset(reset),
    .hsync(hsync),
    .vsync(vsync),
    .display_on(display_on),
    .hpos(hpos),
    .vpos(vpos)
  );
  car_bitmap car(
    .yofs(car_sprite_yofs), 
    .bits(car_sprite_bits));
  always @(posedge hsync)
    if (vpos == player_y)
      car_sprite_yofs <= 15;
    else if (car_sprite_yofs != 0)
      car_sprite_yofs <= car_sprite_yofs - 1;
  always @(posedge clk)
    if (hpos == player_x)
      car_sprite_xofs <= 15;
    else if (car_sprite_xofs != 0)
      car_sprite_xofs <= car_sprite_xofs - 1;
  wire [3:0] car_bit = car_sprite_xofs>=8 ? 
                                 15-car_sprite_xofs:
                                 car_sprite_xofs;
  wire car_gfx = car_sprite_bits[car_bit[2:0]];
  wire r = display_on && car_gfx;
  wire g = display_on && car_gfx;
  wire b = display_on && car_gfx;
  assign rgb = {b,g,r};
endmodule
module detect_edge(clk, reset, din, rise, fall);
  input clk;
  input reset;
  input din;
  output rise;
  output fall;
  reg [1:0] d_reg;
  always @(posedge clk or posedge reset)
  begin
    if (reset) begin
      d_reg <= 2'b00;
    end else begin
      d_reg <= {d_reg[0], din};
    end
  end
  assign rise = d_reg == 2'b01;
  assign fall = d_reg == 2'b10;
endmodule
module racing_game_top(clk, reset, hsync, vsync, rgb, hpaddle_left, hpaddle_right, vpaddle);
  input clk;
  input reset;
  input hpaddle_left, hpaddle_right, vpaddle;
  output hsync, vsync;
  output [2:0] rgb;
  wire display_on;
  wire [9:0] hpos;
  wire [9:0] vpos;
  wire h_rise;
  wire v_rise;
  reg [8:0] player_x;
  reg [8:0] player_y;  
  reg [8:0] paddle_x;
  reg [8:0] paddle_y;
  reg [8:0] enemy_x = 320;
  reg [8:0] enemy_y = 320;
  reg enemy_dir = 0;	
  reg [15:0] track_pos = 0;	 
  reg [7:0] speed = 31;		 
  hvsync_generator hvsync_gen(
    .clk(clk),
    .reset(reset),
    .hsync(hsync),
    .vsync(vsync),
    .display_on(display_on),
    .hpos(hpos),
    .vpos(vpos)
  );
  detect_edge detect_edge_h(
    .clk(clk),
    .reset(reset),
    .din(hsync),
    .rise(h_rise),
    .fall()
  );  
  always @(posedge clk)
    if (h_rise) begin
      if (!vpaddle) paddle_y <= vpos[8:0];
    end
  wire player_load = (hpos >= 640) && (hpos < 644);
  wire enemy_load = (hpos >= 644);
  wire [3:0] player_sprite_yofs;
  wire [3:0] enemy_sprite_yofs;
  wire [3:0] car_sprite_yofs = player_load ? player_sprite_yofs : enemy_sprite_yofs;  
  wire [7:0] car_sprite_bits;  
  car_bitmap car(
    .yofs(car_sprite_yofs), 
    .bits(car_sprite_bits));
  wire player_vstart = {1'b0,player_y} == vpos;
  wire player_hstart = {1'b0,player_x} == hpos;
  wire player_gfx;
  wire player_is_drawing;
  wire enemy_vstart = {1'b0,enemy_y} == vpos;
  wire enemy_hstart = {1'b0,enemy_x} == hpos;
  wire enemy_gfx;
  wire enemy_is_drawing;
  sprite_renderer player_renderer(
    .clk(clk),
    .vstart(player_vstart),
    .load(player_load),
    .hstart(player_hstart),
    .rom_addr(player_sprite_yofs),
    .rom_bits(car_sprite_bits),
    .gfx(player_gfx),
    .in_progress(player_is_drawing));
  sprite_renderer enemy_renderer(
    .clk(clk),
    .vstart(enemy_vstart),
    .load(enemy_load),
    .hstart(enemy_hstart),
    .rom_addr(enemy_sprite_yofs),
    .rom_bits(car_sprite_bits),
    .gfx(enemy_gfx),
    .in_progress(enemy_is_drawing));
  wire enemy_hit_left = (enemy_x == 128);
  wire enemy_hit_right = (enemy_x == 496);
  wire enemy_hit_edge = enemy_hit_left || enemy_hit_right;
  detect_edge detect_edge_v(
    .clk(clk),
    .reset(reset),
    .din(vsync),
    .rise(v_rise),
    .fall()
  );
  always @(posedge clk)
    if(v_rise) begin
      if (hpaddle_left)
        player_x <= 176;
      else if(hpaddle_right)
        player_x <= 448;
      else
        player_x <= 312;
      player_y <= 360;
      track_pos <= track_pos + {11'b0,speed[7:4]};
      enemy_y <= enemy_y + {3'b0, speed[7:4]};
      if (enemy_hit_edge)
        enemy_dir <= !enemy_dir;
      if (enemy_dir ^ enemy_hit_edge)
        enemy_x <= enemy_x + 1;
      else
        enemy_x <= enemy_x - 1;
      if (frame_collision)
        speed <= 16;
      else if (speed < ~paddle_y)
        if(speed != 255)
        speed <= speed + 1;
      else
        speed <= speed - 1;
    end
  reg frame_collision;
  always @(posedge clk)
    if (player_gfx && (enemy_gfx || track_gfx))
      frame_collision <= 1;
    else if (v_rise)
      frame_collision <= 0;
  wire track_offside = (hpos[9:7]==3'b000) || (hpos[9:7]==3'b100);  
  wire track_shoulder = (hpos[9:4]==6'b000111) || (hpos[9:4]==6'b100000);  
  wire track_gfx = (vpos[7:3]!=track_pos[7:3]) && track_offside;
  wire r = display_on && (player_gfx || enemy_gfx || track_shoulder);
  wire g = display_on && (player_gfx || track_gfx);
  wire b = display_on && (enemy_gfx || track_shoulder);
  assign rgb = {b,g,r};
endmodule
module sprite_renderer(clk, vstart, load, hstart, rom_addr, rom_bits, 
                       gfx, in_progress);
  input clk;
  input vstart;		 
  input load;		 
  input hstart;		 
  output reg [3:0] rom_addr;	 
  input [7:0] rom_bits;		 
  output reg gfx;		 
  output in_progress;	 
  reg [2:0] state;	 
  reg [3:0] ycount;	 
  reg [3:0] xcount;	 
  reg [7:0] outbits;	 
  localparam WAIT_FOR_VSTART = 0;
  localparam WAIT_FOR_LOAD   = 1;
  localparam LOAD1_SETUP     = 2;
  localparam LOAD1_FETCH     = 3;
  localparam WAIT_FOR_HSTART = 4;
  localparam DRAW            = 5;
  assign in_progress = state != WAIT_FOR_VSTART;
  always @(posedge clk)
    begin
      case (state)
        WAIT_FOR_VSTART: begin
          ycount <= 0;  
          gfx <= 0;  
          if (vstart)
            state <= WAIT_FOR_LOAD;
        end
        WAIT_FOR_LOAD: begin
          xcount <= 0;  
	  gfx <= 0;
          if (load)
            state <= LOAD1_SETUP;
        end
        LOAD1_SETUP: begin
          rom_addr <= ycount;  
          state <= LOAD1_FETCH;
        end
        LOAD1_FETCH: begin
	  outbits <= rom_bits;  
          state <= WAIT_FOR_HSTART;
        end
        WAIT_FOR_HSTART: begin
          if (hstart)
            state <= DRAW;
        end
        DRAW: begin
          gfx <= outbits[xcount<8 ? xcount[2:0] : ~xcount[2:0]];
          xcount <= xcount + 1;
          if (xcount == 15) begin  
            ycount <= ycount + 1;
            if (ycount == 15)  
              state <= WAIT_FOR_VSTART;  
            else
	      state <= WAIT_FOR_LOAD;  
          end
        end
        default: begin
          state <= WAIT_FOR_VSTART; 
        end
      endcase
    end
endmodule
module sprite_render_test_top(clk, hsync, vsync, rgb, hpaddle, vpaddle);
  input clk;
  input hpaddle, vpaddle;
  output hsync, vsync;
  output [2:0] rgb;
  wire display_on;
  wire [8:0] hpos;
  wire [8:0] vpos;
  reg [7:0] player_x;
  reg [7:0] player_y;
  reg [7:0] paddle_x;
  reg [7:0] paddle_y;
  hvsync_generator hvsync_gen(
    .clk(clk),
    .reset(0),
    .hsync(hsync),
    .vsync(vsync),
    .display_on(display_on),
    .hpos(hpos),
    .vpos(vpos)
  );
  wire [3:0] car_sprite_addr;
  wire [7:0] car_sprite_bits;
  car_bitmap car(
    .yofs(car_sprite_addr), 
    .bits(car_sprite_bits));
  wire vstart = {1'b0,player_y} == vpos;
  wire hstart = {1'b0,player_x} == hpos;
  wire car_gfx;		 
  wire in_progress;	 
  sprite_renderer renderer(
    .clk(clk),
    .vstart(vstart),
    .load(hsync),
    .hstart(hstart),
    .rom_addr(car_sprite_addr),
    .rom_bits(car_sprite_bits),
    .gfx(car_gfx),
    .in_progress(in_progress));
  always @(posedge hpaddle)
    paddle_x <= vpos[7:0];
  always @(posedge vpaddle)
    paddle_y <= vpos[7:0];
  always @(posedge vsync)
    begin
      player_x <= paddle_x;
      player_y <= paddle_y;
    end
  wire r = display_on && car_gfx;
  wire g = display_on && car_gfx;
  wire b = display_on && in_progress;
  assign rgb = {b,g,r};
endmodule
module hvsync_generator(clk, reset, hsync, vsync, display_on, hpos, vpos);
  input clk;
  input reset;
  output reg hsync, vsync;
  output display_on;
  output reg [9:0] hpos;
  output reg [9:0] vpos;
  parameter H_DISPLAY       = 640;  
  parameter H_BACK          =  48;  
  parameter H_FRONT         =  16;  
  parameter H_SYNC          =  96;  
  parameter V_DISPLAY       = 480;  
  parameter V_TOP           =  33;  
  parameter V_BOTTOM        =  10;  
  parameter V_SYNC          =   2;  
  parameter H_SYNC_START    = H_DISPLAY + H_FRONT;
  parameter H_SYNC_END      = H_DISPLAY + H_FRONT + H_SYNC - 1;
  parameter H_MAX           = H_DISPLAY + H_BACK + H_FRONT + H_SYNC - 1;
  parameter V_SYNC_START    = V_DISPLAY + V_BOTTOM;
  parameter V_SYNC_END      = V_DISPLAY + V_BOTTOM + V_SYNC - 1;
  parameter V_MAX           = V_DISPLAY + V_TOP + V_BOTTOM + V_SYNC - 1;
  wire hmaxxed = (hpos == H_MAX) || reset;	 
  wire vmaxxed = (vpos == V_MAX) || reset;	 
  always @(posedge clk)
  begin
    hsync <= (hpos>=H_SYNC_START && hpos<=H_SYNC_END);
    if(hmaxxed)
      hpos <= 0;
    else
      hpos <= hpos + 1;
  end
  always @(posedge clk)
  begin
    vsync <= (vpos>=V_SYNC_START && vpos<=V_SYNC_END);
    if(hmaxxed)
      if (vmaxxed)
        vpos <= 0;
      else
        vpos <= vpos + 1;
  end
  assign display_on = (hpos<H_DISPLAY) && (vpos<V_DISPLAY);
endmodule
==> flow/run.sh <==
#!/bin/bash
# OpenROAD 26Q1-2900-gdf79404cd8, Yosys 0.63+post, stock flow scripts
make -C /OpenROAD-flow-scripts/flow DESIGN_CONFIG=/design/flow/config.mk WORK_HOME=/design/flow/orfs finish
==> flow/config.mk <==
export PLATFORM = sky130hd
export DESIGN_NAME = racing_game_top
export DESIGN_NICKNAME = racing_game_top
export VERILOG_FILES = /design/flow/design.v
export SDC_FILE = /design/flow/constraint.sdc
export NUM_CORES = 4
export LEC_CHECK = 1
export CORE_UTILIZATION = 30
==> flow/constraint.sdc <==
current_design racing_game_top

set clk_period 6.2
set clk_io_pct 0.2

create_clock -name clk0 -period $clk_period [get_ports {clk}]

set non_clock_inputs [all_inputs -no_clocks]
set_input_delay [expr $clk_period * $clk_io_pct] -clock clk0 $non_clock_inputs
set_output_delay [expr $clk_period * $clk_io_pct] -clock clk0 [all_outputs]
==> impl_metrics.py <==
# Metrics from the implementation run
metrics = {
    "cells_and_area": {
        "combGateArea_mm2": 0.00304,
        "fillers": 2123,
        "seq_area_mm2": 0.00345,
        "fin_util": 0.350,
        "drive_above_1_share": 0.0730,
        "reg_top3": "hvsync_gen.hpos x10, hvsync_gen.vpos x10",
        "syn_to_final_growth_pct": 13.4,
    },
    "floorplan": {
        "chip_area_mm2": 0.0233,
        "placementRows": 54,
        "pin_count": 10,
        "die_x_um": 153,
        "core_mm2": 0.0220,
        "fp-utilization": 0.309,
        "die-height_um": 153,
    },
    "logic_synthesis": {
        "ys_area_mm2": 0.00680,
        "postSynthSeqShare": 0.508,
        "syn-cell-area_mm2": 0.00680,
        "synth_cell_types": 64,
        "ys.flop_type": "edfxtp_1",
        "ys_ff": 120,
        "edf_count": 103,
        "yosys_warnings": 5,
        "syn_inst": 626,
        "async_flop_share": 0.0333,
        "ys_cells": 626,
        "avgSynthCellArea_um2": 10.9,
    },
    "routing": {
        "drtAntennaViolNets": 0,
        "first_iter_violations": 210,
        "diodes": 0,
        "drc": 0,
        "routed_wl_um": 12900,
        "dr.pass1.iters": 6,
        "via_count": 4434,
        "wl_per_cell_um": 14.1,
        "routed_via_density": 4.87,
    },
    "cts": {
        "clk_pin_slew_worst_paths_ns": 0.06,
        "cts_post_setup_buffers_inserted": 0,
        "htreeDepth": 4,
        "clock-sinks": 120,
        "clkLatencyLatePin_ns": 0.41,
        "cts_buffers": 17,
        "cts_tree": "built",
        "cts-root-buf": "clkbuf_16",
        "cts_max_path_buffers": 2,
        "cts_resized": 0,
        "postCtsHoldBufs": 0,
    },
    "final_timing": {
        "worst_slew_pin_slew_ns": 0.780,
        "finalSetupTns_ns": 0,
        "rsz0062_at_grt": "no",
        "fin_crit_ns": 3.53,
        "hold_viol": 0,
        "clock.fmax_ghz": 0.283,
        "slew_violations": 0,
        "fin_crit_sh": 0.569,
        "maxSlewHeadroom": 0.476,
        "setup_viol": 0,
        "fin_skew_ns": 0.00963,
    },
    "flow_run": {
        "warnings": 27,
        "maxCapViolCount": 0,
    },
    "power": {
        "p_per_area_mw_per_mm2": 347,
        "ir_worst_vdd_mv": 0.176,
        "p_leak_nw": 2.76,
        "p_total_w": 0.00268,
    },
    "worst_setup_path": {
        "critPathTopFamily": "simple AND/OR/NAND/NOR gates",
        "cp_data_arrival_time_ns": 3.69,
        "worstPathRequired_ns": 6.36,
        "crit_path_end_kind": "register",
        "cp-start-kind": "register",
        "crit_chain": "or4b_1 > a211oi_4 > xnor2_2 > xnor2_1 > ha_1 > nor2_1 > or4_1 > a21oi_1 > o22ai_1 > xor2_1",
        "cpMaxStageDelayCell": "or4b_1",
        "max_stage_delay_ns": 0.73,
        "critPathMaxFanout": 9,
        "worstSetupPathType": "register to register",
        "worst-path-buf-inv": 0,
    },
    "global_route": {
        "grtUsageTotal": 0.117,
        "overflow": 0,
        "grt_pass1_vias": 4198,
        "grt_max_degree": 33,
        "antenna_found_initial": 0,
        "grt_pass1_wl_um": 21200,
    },
    "placement": {
        "place.gp.congestion": 0.937,
        "dp_hpwl_um": 8810,
        "portBuffers": 9,
    },
    "status": {
        "status": "complete, no violations",
    },
    "min_path": {
        "hp-class": "register to register",
    },
}
## Yosys cell counts (all sizes together) (2+ instances only)
cell | n | area share
buf | 10 | 0.011
inv | 33 | 0.018
o22ai | 4 | 0.0037
o21ai | 23 | 0.017
and2 | 2 | 0.0018
o21a | 4 | 0.0044
a31oi | 3 | 0.0028
xor2 | 34 | 0.044
nand2b | 10 | 0.0092
or2 | 7 | 0.0064
dfxtp | 13 | 0.038
a21o | 3 | 0.0033
a21oi | 30 | 0.022
a2111oi | 3 | 0.0039
o21bai | 3 | 0.0033
and3 | 5 | 0.0046
clkbuf | 30 | 0.017
mux2i | 8 | 0.012
fa | 2 | 0.0059
o31ai | 3 | 0.0033
nand2 | 26 | 0.014
nand4 | 15 | 0.014
nand3b | 2 | 0.0022
nor4 | 6 | 0.0055
or4 | 4 | 0.0050
or3 | 3 | 0.0028
ha | 33 | 0.061
xnor2 | 49 | 0.064
a211oi | 6 | 0.0085
dfrtp | 4 | 0.015
edfxtp | 103 | 0.45
o211ai | 4 | 0.0044
o32ai | 3 | 0.0039
nor2 | 62 | 0.034
o41ai | 2 | 0.0026
nand3 | 22 | 0.016
nor3 | 11 | 0.0081
nor3b | 6 | 0.0066
nor2b | 15 | 0.014
or4b | 2 | 0.0029
mux4 | 3 | 0.0099
## cell families (layout without fill, tap and decap cells)
group,after synthesis,in the layout,share of synthesized area
fa+ha+maj,36,36,0.0681
xor+xnor,83,83,0.108
buf+inv,73,77,0.0456
flops,120,120,0.508
simple gates,201,201,0.152
mux,11,11,0.0217
compound gates,102,102,0.0973
## per-layer routing
layer	track usage	wire [um]
met5	0	0
met4	0.0173	188
met3	0.0348	670
met2	0.175	5730
met1	0.178	6270
## metrics by stage
stage               std cells  area, um^2  setup WS, ns  hold WS [ns]
floorplan                 626        6800          2.96         0.316
finish                    910        7710          2.67         0.350
detailed placement        878        7080          2.71         0.348
global placement          878        7080          2.75         0.347
CTS                       910        7710          2.68         0.355
global route              910        7710          2.45         0.371
## worst register-to-register path, delay by kind of cell (launching register included)
family,cells,cell delay [ns]
adders and majority gates,1,0.32
xor gates and xnor gates,3,0.58
DFF,1,0.53
AOI/OAI and AO/OA,3,0.62
and+or+nand+nor,3,1.23
## report_power, final
part           switching, W  internal, W  leakage [nW]
clock              0.000353     0.000709         0.303
sequential         0.000154      0.00105          1.12
combinational      0.000217     0.000196          1.34
## layout make-up
type,count,share of cell area
tap,280,0.0454
clock buffer,18,0.0557
inverter,33,0.0161
timing repair buffer,12,0.0146
multi-input combinational,433,0.394
clock inverter,14,0.0264
sequential,120,0.448
## placed cells by master, fill, tap and decap left out, types with 4 or more instances in the layout
cell type,n
xnor2_1,48
o22ai_1,4
xor2_1,34
a21oi_1,30
and3_1,5
inv_1,33
o21ai_0,22
o21a_1,4
dfxtp_1,13
nor2_1,62
mux2i_1,8
ha_1,33
nor4_1,6
nor2b_1,15
clkbuf_16,17
or2_2,7
o211ai_1,4
nor3b_1,6
nand4_1,15
clkdlybuf4s50_1,9
nor3_1,11
dfrtp_1,4
nand2b_1,10
bufinv_16,5
edfxtp_1,103
nand3_1,22
nand2_1,26
a211oi_1,5
## path summary, 6_finish.rpt
path / startpoint / slack [ns] / depth (start not counted) / endpoint
max in group asynchronous: reset / 4.80 / 2 / detect_edge_v.d_reg[1]
min reg2reg: hvsync_gen.hsync / 0.35 / 0 / detect_edge_h.d_reg[0]
max reg2reg: enemy_x[1] / 2.67 / 10 / enemy_x[6]
min: hvsync_gen.hsync / 0.35 / 0 / detect_edge_h.d_reg[0]
min in group asynchronous: reset / 1.21 / 2 / detect_edge_h.d_reg[1]
max: enemy_x[1] / 2.67 / 10 / enemy_x[6]
Power figures rest on the tool's default switching activity, not on a simulated workload.

File: design/flow/run.sh
#!/bin/bash
# OpenROAD 26Q1-2900-gdf79404cd8, Yosys 0.63+post, stock flow scripts
make -C /OpenROAD-flow-scripts/flow DESIGN_CONFIG=/design/flow/config.mk WORK_HOME=/design/flow/orfs finish
File: design/flow/config.mk
export PLATFORM = sky130hd
export DESIGN_NAME = sprite_render_test_top
export DESIGN_NICKNAME = sprite_render_test_top
export VERILOG_FILES = /design/flow/design.v
export SDC_FILE = /design/flow/constraint.sdc
export NUM_CORES = 4
export LEC_CHECK = 1
export CORE_UTILIZATION = 30
File: design/flow/constraint.sdc
current_design sprite_render_test_top

set clk_period 3.5
set clk_io_pct 0.2

create_clock -name clk0 -period $clk_period [get_ports {clk}]
create_clock -name clk1 -period $clk_period [get_ports {hpaddle}]
create_clock -name clk2 -period $clk_period [get_ports {vpaddle}]

set non_clock_inputs [all_inputs -no_clocks]
set_input_delay [expr $clk_period * $clk_io_pct] -clock clk0 $non_clock_inputs
set_output_delay [expr $clk_period * $clk_io_pct] -clock clk0 [all_outputs]
File: design/flow/design.v
module car_bitmap(yofs, bits);
  input [3:0] yofs;
  output [7:0] bits;
  reg [7:0] bitarray[0:15];
  assign bits = bitarray[yofs];
  initial begin 
    bitarray[0] = 8'b0;
    bitarray[1] = 8'b1100;
    bitarray[2] = 8'b11001100;
    bitarray[3] = 8'b11111100;
    bitarray[4] = 8'b11101100;
    bitarray[5] = 8'b11100000;
    bitarray[6] = 8'b1100000;
    bitarray[7] = 8'b1110000;
    bitarray[8] = 8'b110000;
    bitarray[9] = 8'b110000;
    bitarray[10] = 8'b110000;
    bitarray[11] = 8'b1101110;
    bitarray[12] = 8'b11101110;
    bitarray[13] = 8'b11111110;
    bitarray[14] = 8'b11101110;
    bitarray[15] = 8'b101110;
  end
endmodule
module sprite_bitmap_top(clk, reset, hsync, vsync, rgb);
  input clk, reset;
  output hsync, vsync;
  output [2:0] rgb;
  wire display_on;
  wire [8:0] hpos;
  wire [8:0] vpos;
  reg sprite_active;
  reg [3:0] car_sprite_xofs;
  reg [3:0] car_sprite_yofs;
  wire [7:0] car_sprite_bits;
  reg [8:0] player_x = 128;
  reg [8:0] player_y = 128;
  hvsync_generator hvsync_gen(
    .clk(clk),
    .reset(reset),
    .hsync(hsync),
    .vsync(vsync),
    .display_on(display_on),
    .hpos(hpos),
    .vpos(vpos)
  );
  car_bitmap car(
    .yofs(car_sprite_yofs), 
    .bits(car_sprite_bits));
  always @(posedge hsync)
    if (vpos == player_y)
      car_sprite_yofs <= 15;
    else if (car_sprite_yofs != 0)
      car_sprite_yofs <= car_sprite_yofs - 1;
  always @(posedge clk)
    if (hpos == player_x)
      car_sprite_xofs <= 15;
    else if (car_sprite_xofs != 0)
      car_sprite_xofs <= car_sprite_xofs - 1;
  wire [3:0] car_bit = car_sprite_xofs>=8 ? 
                                 15-car_sprite_xofs:
                                 car_sprite_xofs;
  wire car_gfx = car_sprite_bits[car_bit[2:0]];
  wire r = display_on && car_gfx;
  wire g = display_on && car_gfx;
  wire b = display_on && car_gfx;
  assign rgb = {b,g,r};
endmodule
module sprite_renderer(clk, vstart, load, hstart, rom_addr, rom_bits, 
                       gfx, in_progress);
  input clk;
  input vstart;		 
  input load;		 
  input hstart;		 
  output reg [3:0] rom_addr;	 
  input [7:0] rom_bits;		 
  output reg gfx;		 
  output in_progress;	 
  reg [2:0] state;	 
  reg [3:0] ycount;	 
  reg [3:0] xcount;	 
  reg [7:0] outbits;	 
  localparam WAIT_FOR_VSTART = 0;
  localparam WAIT_FOR_LOAD   = 1;
  localparam LOAD1_SETUP     = 2;
  localparam LOAD1_FETCH     = 3;
  localparam WAIT_FOR_HSTART = 4;
  localparam DRAW            = 5;
  assign in_progress = state != WAIT_FOR_VSTART;
  always @(posedge clk)
    begin
      case (state)
        WAIT_FOR_VSTART: begin
          ycount <= 0;  
          gfx <= 0;  
          if (vstart)
            state <= WAIT_FOR_LOAD;
        end
        WAIT_FOR_LOAD: begin
          xcount <= 0;  
	  gfx <= 0;
          if (load)
            state <= LOAD1_SETUP;
        end
        LOAD1_SETUP: begin
          rom_addr <= ycount;  
          state <= LOAD1_FETCH;
        end
        LOAD1_FETCH: begin
	  outbits <= rom_bits;  
          state <= WAIT_FOR_HSTART;
        end
        WAIT_FOR_HSTART: begin
          if (hstart)
            state <= DRAW;
        end
        DRAW: begin
          gfx <= outbits[xcount<8 ? xcount[2:0] : ~xcount[2:0]];
          xcount <= xcount + 1;
          if (xcount == 15) begin  
            ycount <= ycount + 1;
            if (ycount == 15)  
              state <= WAIT_FOR_VSTART;  
            else
	      state <= WAIT_FOR_LOAD;  
          end
        end
        default: begin
          state <= WAIT_FOR_VSTART; 
        end
      endcase
    end
endmodule
module sprite_render_test_top(clk, hsync, vsync, rgb, hpaddle, vpaddle);
  input clk;
  input hpaddle, vpaddle;
  output hsync, vsync;
  output [2:0] rgb;
  wire display_on;
  wire [8:0] hpos;
  wire [8:0] vpos;
  reg [7:0] player_x;
  reg [7:0] player_y;
  reg [7:0] paddle_x;
  reg [7:0] paddle_y;
  hvsync_generator hvsync_gen(
    .clk(clk),
    .reset(0),
    .hsync(hsync),
    .vsync(vsync),
    .display_on(display_on),
    .hpos(hpos),
    .vpos(vpos)
  );
  wire [3:0] car_sprite_addr;
  wire [7:0] car_sprite_bits;
  car_bitmap car(
    .yofs(car_sprite_addr), 
    .bits(car_sprite_bits));
  wire vstart = {1'b0,player_y} == vpos;
  wire hstart = {1'b0,player_x} == hpos;
  wire car_gfx;		 
  wire in_progress;	 
  sprite_renderer renderer(
    .clk(clk),
    .vstart(vstart),
    .load(hsync),
    .hstart(hstart),
    .rom_addr(car_sprite_addr),
    .rom_bits(car_sprite_bits),
    .gfx(car_gfx),
    .in_progress(in_progress));
  always @(posedge hpaddle)
    paddle_x <= vpos[7:0];
  always @(posedge vpaddle)
    paddle_y <= vpos[7:0];
  always @(posedge vsync)
    begin
      player_x <= paddle_x;
      player_y <= paddle_y;
    end
  wire r = display_on && car_gfx;
  wire g = display_on && car_gfx;
  wire b = display_on && in_progress;
  assign rgb = {b,g,r};
endmodule
module hvsync_generator(clk, reset, hsync, vsync, display_on, hpos, vpos);
  input clk;
  input reset;
  output reg hsync, vsync;
  output display_on;
  output reg [9:0] hpos;
  output reg [9:0] vpos;
  parameter H_DISPLAY       = 640;  
  parameter H_BACK          =  48;  
  parameter H_FRONT         =  16;  
  parameter H_SYNC          =  96;  
  parameter V_DISPLAY       = 480;  
  parameter V_TOP           =  33;  
  parameter V_BOTTOM        =  10;  
  parameter V_SYNC          =   2;  
  parameter H_SYNC_START    = H_DISPLAY + H_FRONT;
  parameter H_SYNC_END      = H_DISPLAY + H_FRONT + H_SYNC - 1;
  parameter H_MAX           = H_DISPLAY + H_BACK + H_FRONT + H_SYNC - 1;
  parameter V_SYNC_START    = V_DISPLAY + V_BOTTOM;
  parameter V_SYNC_END      = V_DISPLAY + V_BOTTOM + V_SYNC - 1;
  parameter V_MAX           = V_DISPLAY + V_TOP + V_BOTTOM + V_SYNC - 1;
  wire hmaxxed = (hpos == H_MAX) || reset;	 
  wire vmaxxed = (vpos == V_MAX) || reset;	 
  always @(posedge clk)
  begin
    hsync <= (hpos>=H_SYNC_START && hpos<=H_SYNC_END);
    if(hmaxxed)
      hpos <= 0;
    else
      hpos <= hpos + 1;
  end
  always @(posedge clk)
  begin
    vsync <= (vpos>=V_SYNC_START && vpos<=V_SYNC_END);
    if(hmaxxed)
      if (vmaxxed)
        vpos <= 0;
      else
        vpos <= vpos + 1;
  end
  assign display_on = (hpos<H_DISPLAY) && (vpos<V_DISPLAY);
endmodule
==> results.yml <==
# implementation run metrics
timing:
  worst_pin_slew_ns: 0.485
  finalMaxSlewViolations: 0
  max_slew_margin_pct: 67.7
  finalHoldViolCount: 0
  clock_skew_ns: 0.00651
  rsz0062_at_grt: "no"
  setup_viol: 0
  unclocked_regs: 16
  finalSetupTns_ns: 0
  untimed_endpoints: 16
worst_setup_path:
  arrival_ns: 1.91
  start_kind: "flop"
  crit_chain: "nand4_1 -> nand2_1 -> nor2_1 -> o21a_1 -> clkdlybuf4s50_1"
  cp.required_ns: 2.80
  max_stage_delay_ns: 0.54
  reg2reg_depth: 4
  rr_startpoint: "hvsync_gen.vpos[2]"
  critical_path_class: "reg -> out"
  r2r-end: "renderer.state[2]"
  crit_buf_inv: 1
  end_kind: "primary output"
  ff2ff_setup_slack_ns: 1.62
  worstPathMaxFanout: 8
  critical-path-top-delay-family: "flip-flops"
  cpMaxStageDelayCell: "edfxtp_1"
  cp.depth: 5
power:
  ir_worst_vdd_uv: 154
  sw_frac_of_total_pct: 18.8
  p_int_w: 0.00102
  p_total_w: 0.00125
  seqPwrFrac_pct: 58.6
  switchingPower_w: 0.000236
  powerDensity_nw_per_um2: 366
  clkPwrFrac_pct: 41.4
  combPwrFrac_pct: 0
  power_leakage_nw: 1.37
clock_network:
  path_clk_slew_ns: 0.08
  cts_setup_buffers: 0
  cts_tree: "built"
  holdBufCountCts: 0
  cts_resized: 0
placed_design:
  gp_congestion: 0.854
  hpwlAfterDp_mm: 3.41
  portBuffers: 5
logic_synthesis:
  ys_types: 40
  synth.avg_cell_area_sq_um: 11.7
  synth_area_sq_um: 3080
  yosys_cells: 264
  largest_area_cell: "edfxtp_1"
  syn_inst: 264
  ys_seq_share_pct: 59.7
  synthMostInstantiatedCell: "dfxtp_1"
  yosys-stat-area_sq_um: 3080
  common_cells: "44 x dfxtp_1, 32 x edfxtp_1, 30 x nor2_1, 26 x xor2_1, 14 x nand3_1"
  ys.flops: 76
  top_area_share_pct: 31.2
  async_flop_share_pct: 0
  area_leaders: "edfxtp_1 31%, dfxtp_1 29%, xor2_1 7.4%, ha_1 4.9%, nor2_1 3.7%"
  ys.flop_type: "dfxtp_1"
  edf_count: 32
  yosys_warnings: 7
die:
  die_h_um: 103
  core_sq_um: 9860
  io_pins: 8
  rows: 36
  die_w_um: 103
  die-area_sq_um: 10700
  initCoreUtil_pct: 31.3
global_routing:
  grt_start_max_net_pins: 18
  globalRouteOverflowTotal: 0
  antenna_found_initial: 0
  grt_pass1_vias: 1748
  grt_first_pass_wirelength_mm: 8.13
  grt_use_total_pct: 10.2
worst_hold_path:
  hp-start: "hvsync_gen.hpos[9]"
  hp-class: "reg -> reg"
  min_to: "hvsync_gen.hsync"
  worstHoldPathCells: 2
drt:
  vias_per_cell: 4.33
  first_pass_iters: 4
  routed-via-count: 1762
  drt_iter0_markers: 58
  drc: 0
  wl_per_cell_um: 11.8
  wirelength_mm: 4.82
  final_antenna_net_count: 0
  antenna_cells_inserted: 0
job:
  cap_violations: 0
  warnings: 32
outcome:
  outcome: "finished, final reports clean"
layout:
  drive_gt1_share_pct: 9.12
  area_delta_synth_final_pct: 10.9
## per-stage QoR
step           util [%]  area [sq um]  hold slack (ns)  setup WS [ns]  std cells
6_report           34.7          3420            0.497          0.892        407
3_5_place_dp       33.0          3260            0.485           1.18        394
4_1_cts            34.7          3420            0.499          0.836        407
5_1_grt            34.7          3420            0.515          0.695        407
3_3_place_gp       33.0          3260            0.477           1.19        394
2_1_floorplan         -          3080            0.455           1.69        264
## worst register-to-register path, delay by kind of cell, from the launching register on
family | cells | cell delay [ns]
xor gates and xnor gates | 1 | 0.22
DFF | 1 | 0.55
AOI/OAI and AO/OA | 1 | 0.35
and+or+nand+nor | 2 | 0.43
## how the worst max path moves through the flow
| stage | to | from |
|---|---|---|
| final | rgb[2] | hvsync_gen.vpos[5] |
| after CTS | rgb[2] | hvsync_gen.vpos[5] |
| after global routing | rgb[0] | hvsync_gen.vpos[5] |
## final cells by class
type	instances	area, sq um
fillers	917	6440
flip-flops and latches	76	1840
multi-input cells	165	1130
well taps	133	166
clock buffers	11	151
repair buffers	7	65.1
inverters	13	48.8
clock inverters	2	12.5
## flip-flops by register name, summed over array words and instances, names as in the netlist
register           count
renderer.state         3
renderer.ycount        4
renderer.gfx           1
renderer.rom_addr      4
hvsync_gen.hpos       10
paddle_y               8
hvsync_gen.vpos       10
player_x               8
renderer.outbits       6
player_y               8
paddle_x               8
hvsync_gen.hsync       1
renderer.xcount        4
hvsync_gen.vsync       1
## power by group through the flow
| stage | sequential, W | combinational (W) | clock, W |
|---|---|---|---|
| after CTS | 0.000734 | 0.000000000560 | 0.000540 |
| after global routing | 0.000734 | 0.000000000560 | 0.000573 |
| final | 0.000734 | 0.000000000560 | 0.000519 |
## placed cells by master, fill, tap and decap left out, types with 3 or more instances in the layout
master,netlist,layout
ha_1,12,12
nand4_1,4,4
clkbuf_8,0,11
a21oi_1,7,7
o21ai_0,5,5
mux2i_1,3,3
nand3_1,14,14
nor3_1,10,10
inv_1,12,12
nor2_1,30,30
nor2b_1,4,4
edfxtp_1,32,32
xor2_1,26,26
xnor2_1,12,12
nand2_1,12,12
and3_1,4,4
dfxtp_1,44,44
clkdlybuf4s50_1,0,5
## per-layer routing
metal	GRT usage [%]	share of wire, %	vias up
li1	-	-	917
met1	15.6	51	793
met2	14.5	42	36
met3	3.55	4.2	16
met4	2.71	3.1	0
met5	0	0	-
## cells by family after synthesis
kind of cell               Yosys count  synth area share (%)
adders and majority gates           12                  4.87
DFF                                 76                  59.7
buffers and inverters               23                  3.53
xor gates and xnor gates            38                  10.8
AOI/OAI and AO/OA                   18                  3.45
muxes                                5                  2.07
and+or+nand+nor                     92                  15.6
Power figures rest on the tool's default switching activity, not on a simulated workload.
